### design/flow/config.mk
export PLATFORM = sky130hd
export DESIGN_NAME = ALU
export DESIGN_NICKNAME = ALU
export VERILOG_FILES = /design/flow/design.v
export SDC_FILE = /design/flow/constraint.sdc
export NUM_CORES = 4
export LEC_CHECK = 1
export CORE_AREA = 10 10 107 107
export DIE_AREA = 0 0 117 117
### design/flow/constraint.sdc
current_design ALU

set clk_period 24.1
set clk_io_pct 0.2

create_clock -name clk0 -period $clk_period

set non_clock_inputs [all_inputs -no_clocks]
set_input_delay [expr $clk_period * $clk_io_pct] -clock clk0 $non_clock_inputs
set_output_delay [expr $clk_period * $clk_io_pct] -clock clk0 [all_outputs]
### design/flow/design.v
`timescale 1ns/100ps
module ALU (inA, inB, ALUControl, ALUResult);
input [31:0] inA, inB;
input [3:0] ALUControl;
output [31:0]ALUResult;
assign ALUResult = (ALUControl == 4'b0101) ? (inA + inB) : 32'bz;
endmodule
### design/flow/run.sh
#!/bin/bash
# OpenROAD 26Q1-2900-gdf79404cd8, Yosys 0.63+post, stock flow scripts
make -C /OpenROAD-flow-scripts/flow DESIGN_CONFIG=/design/flow/config.mk WORK_HOME=/design/flow/orfs finish
==> impl_metrics.tcl <==
# place-and-route summary
set metrics [dict create \
    antenna_found_initial 0 \
    critical_path_required_ns 19.28 \
    yosysWarnings 1 \
    tightestPinTransition_ns 0.519 \
    postCtsSetupRepairBufs 0 \
    cp.arrival_ns 7.85 \
    grt-ovfl-total 0 \
    gr-usage-all-layers 0.0850 \
    worstPathMaxFanout 4 \
    relSlewSlack 0.645 \
    fp_util 0.190 \
    flops 0 \
    ys_seq_share 0 \
    ys_types 50 \
    routedWlPerCell_um 14.0 \
    grt_pass1_vias 2070 \
    die_w_um 117 \
    fmax_mhz 79.0 \
    ant_nets 0 \
    p_leak_nw 1.18 \
    hold_viol 0 \
    row_count 35 \
    vias 2093 \
    drt_wl_total_um 6130 \
    slew_violations 0 \
    synth_chip_area_sq_um 1740 \
    port_buffers 96 \
    syn_avg_cell_area_sq_um 7.24 \
    cp-start-kind "input port" \
    hpwl_um 5480 \
    grt_start_max_net_pins 11 \
    io_pins 100 \
    period_needed_ns 12.67 \
    fillers 981 \
    antenna_cells 0 \
    postCtsResizedCells 0 \
    grt_pass1_wl_um 9800 \
    area.growth.synth_to_final_pct 60.5 \
    n_clock_buffer 0 \
    die_area_sq_um 13700 \
    drive_gt1_frac 0.0307 \
    place.gp.congestion 0.822 \
    die_h_um 117 \
    vias_per_cell 4.79 \
    powerDensity_nw_per_um2 28.8 \
    remaining_drc_errors 0 \
    finalCritPeriodShare 0.526 \
    dr.pass1.iters 4 \
    setup_viol 0 \
    log.warning_count 36 \
    netlist_area_sq_um 1740 \
    hp-class "input port to output port" \
    flop_area_sq_um 0 \
    ir_drop_mv 0.0121 \
    holdWs_ns 10.67 \
    status "finished, final reports clean" \
    critical_path_class "input port to output port" \
    worst_setup_path_end_kind "output port" \
    ctsHoldBuffers 0 \
    fp.coreArea_sq_um 9200 \
    synth_cells 241 \
    finalSetupTns_ns 0 \
    drv_cap 0 \
    ys_cells 241 \
    rsz0062_at_grt "false" \
    first_iter_violations 97 \
]
==> logic make-up after synthesis <==
family,count (synthesis),synth area share
muxes,2,0.0115
buffers and inverters,17,0.0380
AOI/OAI and AO/OA,97,0.393
and+or+nand+nor,65,0.183
xor gates and xnor gates,28,0.141
adders and majority gates,32,0.234
==> layout make-up <==
| cell class | instances | area, sq um | share of cell area |
|---|---|---|---|
| repair buffers | 96 | 961 | 0.343 |
| inverters | 6 | 22.5 | 0.00804 |
| well taps | 111 | 139 | 0.0496 |
| multi-input cells | 224 | 1680 | 0.599 |
==> power by group <==
part	switching, mW	internal, mW
Clock	0	0
Combinational	0.0322	0.0483
Sequential	0	0
Total	0.0322	0.0483
==> layer usage <==
layer  GRT usage  vias to the layer above  part of all wire
met4           0                        0                 0
met1       0.112                      945              0.45
met2       0.144                       56              0.45
met3      0.0243                        0             0.093
met5           0                        -                 0
li1            -                     1092                 -
==> per-stage QoR <==
stage,total power [mW],cells,setup slack [ns],cell area [sq um],util
after floorplan,0.0385,241,12.63,1740,-
after global placement,0.0815,437,11.41,2800,0.304
after detailed placement,0.0814,437,11.40,2800,0.304
after CTS,0.0822,437,11.39,2800,0.304
after global routing,0.0900,437,11.22,2800,0.304
final,0.0805,437,11.43,2800,0.304
==> path summary, 6_finish.rpt <==
kind	from	slack (ns)	cells after the start	endpoint
worst max-delay path	inA[0]	11.43	11	ALUResult[26]
worst min-delay path	inB[0]	10.67	3	ALUResult[0]
==> cell usage in the layout (no fill, tap or decap), types with 2 or more instances in the layout <==
cell type,netlist,routed
a31oi_1,3,3
xor2_1,15,15
nand3_1,10,10
o21a_1,2,2
clkdlybuf4s50_1,0,96
nand2b_1,2,2
mux2i_1,2,2
a311oi_1,2,2
o311ai_1,2,2
nand4_1,8,8
ha_1,31,31
o221ai_1,2,2
or2_2,3,3
o211ai_1,3,3
o21bai_1,4,4
inv_1,6,6
a21o_1,19,19
nor3_1,4,4
xnor2_1,13,13
a211oi_1,3,3
a21oi_1,29,29
nand2_1,18,18
nor2_1,12,12
o21ai_0,13,13
==> critical path: stages <==
cell and delay (ns):
clkdlybuf4s50_1 0.40, ha_1 0.24, fa_1 0.40, a21o_1 0.22, a31o_2 0.28, nand3_1 0.10, o221ai_1 0.27, a311oi_1 0.37
o21bai_1 0.11, xor2_1 0.13, clkdlybuf4s50_1 0.49
==> Yosys cell counts (2+ instances only) <==
master / number / area [sq um]
a211oi_1: 3 / 22.5
a21o_1: 19 / 143
a21oi_1: 29 / 145
a311oi_1: 2 / 17.5
a31oi_1: 3 / 18.8
buf_2: 2 / 10.0
clkbuf_1: 8 / 30.0
ha_1: 31 / 388
inv_1: 6 / 22.5
mux2i_1: 2 / 20.0
nand2_1: 18 / 67.6
nand2b_1: 2 / 12.5
nand3_1: 10 / 50.1
nand4_1: 8 / 50.1
nor2_1: 12 / 45.0
nor3_1: 4 / 20.0
o211ai_1: 3 / 22.5
o21a_1: 2 / 15.0
o21ai_0: 13 / 65.1
o21bai_1: 4 / 30.0
o221ai_1: 2 / 17.5
o311ai_1: 2 / 17.5
or2_2: 3 / 18.8
xnor2_1: 13 / 114
xor2_1: 15 / 131
No activity file was given, so power comes from the tool's default toggle rates.
