File: design/flow/run.sh
#!/bin/bash
# OpenROAD 26Q1-2900-gdf79404cd8, Yosys 0.63+post, stock flow scripts
make -C /OpenROAD-flow-scripts/flow DESIGN_CONFIG=/design/flow/config.mk WORK_HOME=/design/flow/orfs finish
File: design/flow/config.mk
export PLATFORM = sky130hd
export DESIGN_NAME = Mux2to1_32bit
export DESIGN_NICKNAME = Mux2to1_32bit
export VERILOG_FILES = /design/flow/design.v
export SDC_FILE = /design/flow/constraint.sdc
export NUM_CORES = 4
export LEC_CHECK = 1
export CORE_AREA = 10 10 71 71
export DIE_AREA = 0 0 81 81
File: design/flow/constraint.sdc
current_design Mux2to1_32bit

set clk_period 1.0
set clk_io_pct 0.2

create_clock -name clk0 -period $clk_period

set non_clock_inputs [all_inputs -no_clocks]
set_input_delay [expr $clk_period * $clk_io_pct] -clock clk0 $non_clock_inputs
set_output_delay [expr $clk_period * $clk_io_pct] -clock clk0 [all_outputs]
File: design/flow/design.v
`timescale 1ns/100ps
module Mux2to1_32bit (inA, inB, sel, out);
input [31:0] inA, inB;
input sel;
output [31:0] out;
assign out = sel ? inB : inA;
endmodule
==> Slide: Implementation Results <==
Synthesis and Place & Route Summary

Final layout
  • Most common cell after layout, fill and taps aside: sky130_fd_sc_hd__dlygate4sd2_1
  • Post-route insts no fill: 187
  • Final design area excluding fillers: 1590 um2
  • Commonest cells after routing, fill and taps aside: sky130_fd_sc_hd__dlygate4sd2_1 (51), sky130_fd_sc_hd__mux2_4 (31), sky130_fd_sc_hd__buf_6 (23)
  • Logic area: 477 um2
  • Layout clock buffer count: 0
  • Sequential cell count: 0
  • Layout cell share with drive strength beyond 1: 0.540
  • FF+latch area: 0 um2
  • Relative area change from synthesis to final layout: 192%
  • Fillers: 357

Global routing
  • Antenna violations before repair: 0
  • Vias in the first global route: 764
  • Global-route wire length before repair: 4140 um
  • GRT Residual Overflow: 0
  • GRT Util Overall: 0.0779
  • Maximum number of pins on one net before global-route repair: 11

Die
  • Floorplan Core Area: 3630 um2
  • Number of top-level pins: 97
  • Vertical extent of the die: 81 um
  • Die width: 81 um
  • Row cnt: 22
  • Starting Density: 0.150
  • Overall chip area: 6560 um2

Placement
  • Post-detail-place hpwl: 2500 um
  • Post-placement cell area: 1540 um2
  • Worst setup slack before clock tree synthesis: -0.512 ns
  • Port Buf Inserts: 97
  • # placed instances: 179
  • Final estimated routing congestion in global placement: 0.832

Route
  • Inserted Diodes: 0
  • Starting DRC count in detailed routing: 3
  • First-pass iteration count of the detailed router: 2
  • Routed wire length: 2880 um
  • Average detailed-routed wire length per instance: 15.4 um
  • Vias post-DR: 715
  • Remaining routing DRC violations: 0
  • Number of routed nets with antenna violations: 0
  • Vias per std cell: 3.82

Power
  • Worst voltage drop across the vdd grid: 0.000169 V
  • Cell Pwr Density: 392 nW/um2
  • Power after layout: 0.000624 W
  • LEAKAGE: 0.872 nW

Setup path
  • Startpoint types: input port
  • Crit path max fanout: 6
  • Arrival @ worst endpoint: 0.98 ns
  • Required time at the worst-slack endpoint: 0.80 ns
  • Critical Path End Type: output port
  • Critical Setup Path Class: input port to output port

Flow run
  • Tool warnings: 34
  • Max capacitance violation total: 0

Yosys
  • Mean Syn Cell Area: 15.1 um2
  • Yosys stat chip area: 544 um2
  • Post-synthesis sequential area ratio: 0
  • Netlist area before placement: 544 um2
  • Number of instances in the synthesized netlist: 36
  • Cell Type Count: 4
  • Number of cell instances after yosys synthesis: 36
  • Ys Warns: 0

STA
  • Post-route worst setup slack: -0.179 ns
  • Final critical-path required period: 1.18 ns
  • Max-slew violation total from the final report: 0
  • Worst-margin pin slew: 0.0870 ns
  • Unrepaired setup endpoints after global routing: yes
  • Total count of hold-check failures in the final report: 0
  • Achievable clock frequency: 848 MHz
  • Normalized max-slew margin: 0.942
  • Final setup violation count: 32
  • Part of the cycle the worst path needs: 1.18

Min path
  • Worst min-delay path class: input port to output port

Outcome
  • Violated checks: negative setup slack
  • Result of the run: finished with violations

CTS
  • Hold buffer count at cts: 0
-- final timing paths --
path | depth (start not counted) | from | slack, ns | to
max | 5 | sel | -0.18 | out[4]
min | 3 | inB[29] | 0.69 | out[29]
-- final cells by class --
| cell class | count | share of cell area |
|---|---|---|
| multi-input combinational | 32 | 0.300 |
| timing repair buffer | 107 | 0.662 |
| tap | 48 | 0.0378 |
-- cells in the mapped netlist --
master / number / area (um2)
sky130_fd_sc_hd__buf_12: 3 / 60.1
sky130_fd_sc_hd__mux2_2: 2 / 22.5
sky130_fd_sc_hd__buf_6: 1 / 11.3
sky130_fd_sc_hd__mux2_4: 30 / 450
-- where the power goes --
part           internal [W]  switching [W]
Combinational      0.000487       0.000137
Sequential                0              0
Clock                     0              0
-- cells by family after synthesis --
group	Yosys count	synth area share
buf+inv	4	0.131
mux	32	0.869
-- repair_timing --
item,in CTS,in global routing
setup endpoints to repair,32,32
hold endpoints to repair,0,0
gates resized,171,10
setup buffers,5,1
cloned,2,0
-- worst max-delay path, stage by stage --
cell and delay [ns]:
sky130_fd_sc_hd__buf_12 0.12, sky130_fd_sc_hd__buf_12 0.13, sky130_fd_sc_hd__buf_12 0.12, sky130_fd_sc_hd__mux2_4 0.29, sky130_fd_sc_hd__buf_6 0.11
-- through the flow --
stage | utilization | hold WS, ns | setup TNS, ns
final | 0.438 | 0.691 | -3.30
after global routing | 0.438 | 0.717 | -3.86
after CTS | 0.423 | 0.751 | -3.62
after detailed placement | 0.424 | 1.19 | -15.81
after global placement | 0.424 | 1.17 | -15.61
after floorplan | - | 0.498 | 0
-- layer usage --
layer,global-route usage,part of all wire,up-vias
li1,-,-,345
met1,0.0903,0.37,320
met2,0.143,0.50,50
met3,0.0278,0.12,0
met4,0,0,0
met5,0,0,-
Power is estimated from default activity; no workload was simulated.
